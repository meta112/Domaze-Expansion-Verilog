`/design/flow/run.sh`:
```
#!/bin/bash
# OpenROAD 26Q1-2900-gdf79404cd8, Yosys 0.63+post, stock flow scripts
make -C /OpenROAD-flow-scripts/flow DESIGN_CONFIG=/design/flow/config.mk WORK_HOME=/design/flow/orfs finish
```
`/design/flow/config.mk`:
```
export PLATFORM = sky130hd
export DESIGN_NAME = hex_decoder
export DESIGN_NICKNAME = hex_decoder
export VERILOG_FILES = /design/flow/design.v
export SDC_FILE = /design/flow/constraint.sdc
export NUM_CORES = 4
export LEC_CHECK = 1
export CORE_AREA = 10 10 70 70
export DIE_AREA = 0 0 80 80
```
`/design/flow/constraint.sdc`:
```
current_design hex_decoder

set clk_period 1.8
set clk_io_pct 0.2

create_clock -name clk0 -period $clk_period

set non_clock_inputs [all_inputs -no_clocks]
set_input_delay [expr $clk_period * $clk_io_pct] -clock clk0 $non_clock_inputs
set_output_delay [expr $clk_period * $clk_io_pct] -clock clk0 [all_outputs]
```
`/design/flow/design.v`:
```
module domaze_fpga
	(
		CLOCK_50,						 
		KEY,							 
		SW,
        HEX2,
        HEX1,
        HEX0,
        LEDR,
		VGA_CLK,   						 
		VGA_HS,							 
		VGA_VS,							 
		VGA_BLANK_N,						 
		VGA_SYNC_N,						 
		VGA_R,   						 
		VGA_G,	 						 
		VGA_B,   						 
		PS2_CLK,
		PS2_DAT
	);
	inout PS2_CLK;
	inout PS2_DAT;
	input			CLOCK_50;				 
	input	[3:0]	KEY;					
	input [9:0] SW;
    output [6:0] HEX2, HEX1, HEX0;
    output [9:0] LEDR;
	output			VGA_CLK;   				 
	output			VGA_HS;					 
	output			VGA_VS;					 
	output			VGA_BLANK_N;				 
	output			VGA_SYNC_N;				 
	output	[7:0]	VGA_R;   				 
	output	[7:0]	VGA_G;	 				 
	output	[7:0]	VGA_B;   				 
	wire resetn;
	assign resetn = KEY[0];
	wire [2:0] colour;
	wire [8:0] x;
	wire [7:0] y;
	wire writeEn;
	wire done;
	vga_adapter VGA(
			.resetn(resetn),
			.clock(CLOCK_50),
			.colour(colour),
			.x(x),
			.y(y),
			.plot(writeEn),
			.VGA_R(VGA_R),
			.VGA_G(VGA_G),
			.VGA_B(VGA_B),
			.VGA_HS(VGA_HS),
			.VGA_VS(VGA_VS),
			.VGA_BLANK(VGA_BLANK_N),
			.VGA_SYNC(VGA_SYNC_N),
			.VGA_CLK(VGA_CLK));
		defparam VGA.RESOLUTION = "320x240";
		defparam VGA.MONOCHROME = "FALSE";
		defparam VGA.BITS_PER_COLOUR_CHANNEL = 1;
		defparam VGA.BACKGROUND_IMAGE = "black.mif";
	PS2_Controller p2(
	.CLOCK_50(CLOCK_50),
	.reset(~KEY[0]),
	.PS2_CLK(PS2_CLK),					 
 	.PS2_DAT(PS2_DAT),					 
	.received_data(received_data),
	.received_data_en(received_data_en)			 
);
	wire [7:0] received_data;
	wire received_data_en;
    wire [3:0] hundreds, tens, ones;
	 wire [14:0] address_over;
	 wire [2:0] q_over;
	 wire [14:0] address_title_1;
	 wire [2:0] q_title_1;
	 wire [14:0] address_title_2;
	 wire [2:0] q_title_2;
	 wire [14:0] address_frame_1;
	 wire [2:0] q_frame_1;
	 wire [14:0] address_frame_2;
	 wire [2:0] q_frame_2;
	 wire [14:0] address_frame_3;
	 wire [2:0] q_frame_3;
	 wire [14:0] address_frame_4;
	 wire [2:0] q_frame_4;
	 wire [14:0] address_frame_5;
	 wire [2:0] q_frame_5;
	 wire [14:0] address_frame_6;
	 wire [2:0] q_frame_6;
	 wire [14:0] address_frame_7;
	 wire [2:0] q_frame_7;
	 wire [14:0] address_frame_8;
	 wire [2:0] q_frame_8;
	 wire [14:0] address_frame_9;
	 wire [2:0] q_frame_9;
	 wire [14:0] address_frame_10;
	 wire [2:0] q_frame_10;
	 wire [14:0] address_frame_11;
	 wire [2:0] q_frame_11;
	 wire [14:0] address_frame_12;
	 wire [2:0] q_frame_12;
	 wire [14:0] address_frame_13;
	 wire [2:0] q_frame_13;
	 wire [14:0] address_frame_14;
	 wire [2:0] q_frame_14;
	 wire [14:0] address_frame_15;
	 wire [2:0] q_frame_15;
	 wire [14:0] address_frame_16;
	 wire [2:0] q_frame_16;
	 wire [14:0] address_end;
	 wire [2:0] q_end;
	 rom_game_over rgo(address_over, CLOCK_50, q_over);
	 rom_frame_end rfe(address_end, CLOCK_50, q_end);
	 rom_title_frame_1 rtf1(address_title_1, CLOCK_50, q_title_1);
	 rom_title_frame_2 rtf2(address_title_2, CLOCK_50, q_title_2);
	 rom_frame_1 rf1(address_frame_1, CLOCK_50, q_frame_1);
	 rom_frame_2 rf2(address_frame_2, CLOCK_50, q_frame_2);
	 rom_frame_3 rf3(address_frame_3, CLOCK_50, q_frame_3);
	 rom_frame_4 rf4(address_frame_4, CLOCK_50, q_frame_4);
	 rom_frame_5 rf5(address_frame_5, CLOCK_50, q_frame_5);
	 rom_frame_6 rf6(address_frame_6, CLOCK_50, q_frame_6);
	 rom_frame_7 rf7(address_frame_7, CLOCK_50, q_frame_7);
	 rom_frame_8 rf8(address_frame_8, CLOCK_50, q_frame_8);
	 rom_frame_9 rf9(address_frame_9, CLOCK_50, q_frame_9);
	 rom_frame_10 rf10(address_frame_10, CLOCK_50, q_frame_10);
	 rom_frame_11 rf11(address_frame_11, CLOCK_50, q_frame_11);
	 rom_frame_12 rf12(address_frame_12, CLOCK_50, q_frame_12);
	 rom_frame_13 rf13(address_frame_13, CLOCK_50, q_frame_13);
	 rom_frame_14 rf14(address_frame_14, CLOCK_50, q_frame_14);
	 rom_frame_15 rf15(address_frame_15, CLOCK_50, q_frame_15);
	 rom_frame_16 rf16(address_frame_16, CLOCK_50, q_frame_16);
    domaze_logic DL(.iResetn(~KEY[0]), .iClock(CLOCK_50), .start(SW[9]), .start_two(SW[6]), .switch_up_down(SW[0]), .skip_to_hardest(SW[3:2]),
                    .mv_left(~KEY[3]), .mv_vert(~KEY[2]), .mv_right(~KEY[1]), .start_3(SW[5]),
                     .oX(x), .oY(y), .oColour(colour), .oPlot(writeEn), .oDone(done),
                     .hundreds(hundreds), .tens(tens), .ones(ones), .percent(LEDR), 
							.address_title_1(address_title_1), .q_title_1(q_title_1),
							.address_title_2(address_title_2), .q_title_2(q_title_2),
							.address_frame_1(address_frame_1), .q_frame_1(q_frame_1),
							.address_frame_2(address_frame_2), .q_frame_2(q_frame_2),
							.address_frame_3(address_frame_3), .q_frame_3(q_frame_3),
							.address_frame_4(address_frame_4), .q_frame_4(q_frame_4),
							.address_frame_5(address_frame_5), .q_frame_5(q_frame_5),
							.address_frame_6(address_frame_6), .q_frame_6(q_frame_6),
							.address_frame_7(address_frame_7), .q_frame_7(q_frame_7),
							.address_frame_8(address_frame_8), .q_frame_8(q_frame_8),
							.address_frame_9(address_frame_9), .q_frame_9(q_frame_9),
							.address_frame_10(address_frame_10), .q_frame_10(q_frame_10),
							.address_frame_11(address_frame_11), .q_frame_11(q_frame_11),
							.address_frame_12(address_frame_12), .q_frame_12(q_frame_12),
							.address_frame_13(address_frame_13), .q_frame_13(q_frame_13),
							.address_frame_14(address_frame_14), .q_frame_14(q_frame_14),
							.address_frame_15(address_frame_15), .q_frame_15(q_frame_15),
							.address_frame_16(address_frame_16), .q_frame_16(q_frame_16),
							.address_over(address_over), .q_over(q_over),
							.address_end(address_end), .q_end(q_end),
							.key_data(received_data),
							.key_en(received_data_en)
							);
    hex_decoder h2(hundreds, HEX2);
    hex_decoder h1(tens, HEX1);
    hex_decoder h0(ones, HEX0);
endmodule
module hex_decoder(c, display);
    input wire [3:0] c;
    output [6:0] display;
    assign display[0] = !((~c[0] | c[1] | c[2] | c[3]) & (c[0] | c[1] | ~c[2] | c[3]) & (~c[0] | ~c[1] | c[2] | ~c[3]) & (~c[0] | c[1] | ~c[2] | ~c[3]));
    assign display[1] = !((~c[0] | ~c[1] | c[2] | ~c[3]) & (c[0] | c[1] | ~c[2] | ~c[3]) & (c[0] | ~c[1] | ~c[2] | ~c[3]) & (~c[0] | ~c[1] | ~c[2] | ~c[3]) & (~c[0] | c[1] | ~c[2] | c[3]) & (c[0] | ~c[1] | ~c[2] | c[3]));
    assign display[2] = !((c[0] | ~c[1] | c[2] | c[3]) & (c[0] | c[1] | ~c[2] | ~c[3]) & (c[0] | ~c[1] | ~c[2] | ~c[3]) & (~c[0] | ~c[1] | ~c[2] | ~c[3]));
    assign display[3] = !((~c[0] | c[1] | c[2] | c[3]) & (c[0] | c[1] | ~c[2] | c[3]) & (~c[0] | ~c[1] | ~c[2] | c[3]) & (c[0] | ~c[1] | c[2] | ~c[3]) & (~c[0] | ~c[1] | ~c[2] | ~c[3]));
    assign display[4] = !((~c[0] | c[1] | c[2] | c[3]) & (~c[0] | ~c[1] | c[2] | c[3]) & (c[0] | c[1] | ~c[2] | c[3]) & (~c[0] | c[1] | ~c[2] | c[3]) & (~c[0] | ~c[1] | ~c[2] | c[3]) & (~c[0] | c[1] | c[2] | ~c[3]));
    assign display[5] = !((~c[0] | c[1] | c[2] | c[3]) & (c[0] | ~c[1] | c[2] | c[3]) & (~c[0] | ~c[1] | c[2] | c[3]) & (~c[0] | ~c[1] | ~c[2] | c[3]) & (~c[0] | c[1] | ~c[2] | ~c[3]));
    assign display[6] = !((c[0] | c[1] | c[2] | c[3]) & (~c[0] | c[1] | c[2] | c[3]) & (~c[0] | ~c[1] | ~c[2] | c[3]) & (c[0] | c[1] | ~c[2] | ~c[3]));
endmodule
```
==> notes.md <==
Notes on the physical implementation.

- The run finished with clean final reports.
- Per the post-run analysis, buffers plus inverters along the critical path come to 5.
- In this run the VDD rail shows a maximum IR drop of 80.2 uV.
- Per the hold report, the tightest min-delay path originates at c[0].
- The cell with the most instances after synthesis is sky130_fd_sc_hd__nand3_1, for reference.
- The power density of the placed cells is 215 nW/um^2, for reference.
- For this design, the CTS-stage hold fixing added 0 buffers.
- The worst relative slew slack is 85.6%, for reference.
- The area share of the largest cell type after synthesis is 15.4%, for reference.
- The iteration count recorded for the first detailed-route pass is 3.
- The worst setup path is captured at a primary output.
- The sequential cell count is 0, for reference.
- The final estimated routing congestion in global placement is 0.760, for reference.
- In this run the worst setup path begins at c[3].
- Endpoints failing hold in the final report were tallied at 0.
- The final-report max-slew violation count is 0, for reference.
- The clock buffers instantiated in the layout total 0.
- The final cycle utilization of the critical path is 95.3%, for reference.
- Looking at the max-slew report, the worst-margin pin has a slew of 0.216 ns.
- The area figure in the yosys stat output is 219 um^2, for reference.
- The placement report lists the number of port buffers as 11.
- The DRC violation count after routing is 0, for reference.
- The floorplan step defined a core boundary enclosing 3420 um^2.
- The critical path launch point type is an input port, for reference.
- For this design, Yosys synthesis ends with a cell count of 31.
- By count the netlist is led by 4 x sky130_fd_sc_hd__nand3_1, 3 x sky130_fd_sc_hd__buf_6, 3 x sky130_fd_sc_hd__inv_1, 3 x sky130_fd_sc_hd__nand2_1.
- The row count is 21, for reference.
- The count of synthesis-stage warnings from yosys is 0, for reference.
- Detailed placement ended at an HPWL of 672 um.
- The synthesis report lists the most area-consuming cells as sky130_fd_sc_hd__buf_6 15%, sky130_fd_sc_hd__nand2b_4 13%, sky130_fd_sc_hd__nand3_1 9.1%.
- The maximum frequency from static timing analysis is 583 MHz, for reference.
- The antenna diode instance count is 0, for reference.
- Along the worst path, the maximum fanout reaches 7.
- The leakage power in the latest report is 0.204 nW.
- The mean number of vias per cell is 3.02, for reference.
- The routed design shows a wire length per standard cell of 8.71 um.
- Hold timing on the final database bottoms out at a slack of 1.13 ns.
- The final tally of setup violations is 0, for reference.
- Per the synthesis report, the number of distinct cell types is 19.
- The timing report shows the most common cell along the critical path to be sky130_fd_sc_hd__buf_4.
- The smallest clock period supported by the final layout is computed as 1.71 ns.
- The largest delay contributor family on the critical path is buffers and inverters, for reference.
- The number of cells after detailed placement is 93, for reference.
- The slowest stage cell on the critical path is sky130_fd_sc_hd__dlygate4sd2_1, for reference.
- The first global-routing pass estimated 1390 um of wire.
- The area taken by flip-flops and latches is 0 um^2, for reference.
- The type of the worst setup path is in -> out, for reference.
- Setup repair after global routing left no endpoint under its margin.
- The class of the worst hold path is in -> out, for reference.
- Total global-route track usage over all layers is 2.61%.
- The overflow left after global routing is 0, for reference.
- Fill cells in the final layout number 407.
- Detailed-route iteration 0 reported a violation count of 4.
- The share of the core area taken by cells at floorplan is 6.41%.
- The critical path endpoint has a required time of 1.44 ns.
- The warning total across the stage logs is 32, for reference.
- On the worst path, the slowest cell contributes a delay of 0.25 ns.
- According to the I/O placement log, the pin count is 11.
- STA puts the critical path data arrival time at 1.35 ns.
- The proportion of synthesized chip area in sequential cells is 0%, for reference.
- Across the run, the number of max-cap violations was 0.
- In this run the horizontal extent of the chip is 80 um.
- The synthesized area divided by synthesized cell count is 7.06 um^2, for reference.
- The cell area that synthesis handed to floorplanning was 219 um^2.
- After detailed routing, the total wire length is 827 um.
- The cell count after synthesis is 31, for reference.
- The via count of the first global-routing pass is 295, for reference.
- The final instance count without filler cells is 95, for reference.
- In the final layout, the multi-input gates occupy 186 um^2.
- Entering global routing, the biggest net connects 8 pins.
- Per the OpenROAD floorplan log, the area of the die is 6400 um^2.
- Nets still carrying antenna violations after routing amount to 0.
- In this run the vertical extent of the chip is 80 um.
- In this run the critical path is formed by dlygate4sd2_1 -> buf_6 -> buf_4 -> buf_4 -> o31ai_4 -> buf_2.
- The ratio of cells with drive above 1 in the final layout is 42.9%, for reference.
- Between the synthesized netlist and the finished layout, the area growth was recorded as 97.7%.
- The number of antenna violations at the first check in global routing is 0.
- The detailed router placed 287 vias in this run.
- The largest total area in the synthesized netlist belongs to sky130_fd_sc_hd__buf_6.
area by class of cell:
type / instances / area share, %
Multi-Input combinational cell: 24 / 43.1
Timing Repair Buffer: 22 / 41.0
Tap cell: 46 / 13.3
Inverter: 3 / 2.60
logic make-up after synthesis:
group / Yosys count / share of synthesized area, %
and+or+nand+nor: 11 / 30.9
AOI/OAI and AO/OA: 11 / 34.3
buffers and inverters: 7 / 26.9
xor gates and xnor gates: 2 / 8.00
metal layers:
| layer | vias to the layer above | wire (um) | track usage [%] |
|---|---|---|---|
| met4 | 0 | 0 | 0 |
| met5 | - | 0 | 0 |
| li1 | 148 | - | - |
| met2 | 10 | 266 | 3.29 |
| met3 | 0 | 59 | 0.795 |
| met1 | 129 | 502 | 4.28 |
report_power, final:
part,total [W],internal (W),switching (W)
Combinational,0.0000929,0.0000521,0.0000409
Sequential,0,0,0
Clock,0,0,0
layout by cell type, fill, tap and decap left out, types with 2 or more instances in the layout:
master,count
sky130_fd_sc_hd__buf_6,3
sky130_fd_sc_hd__nand2_1,3
sky130_fd_sc_hd__buf_2,3
sky130_fd_sc_hd__nand3_1,4
sky130_fd_sc_hd__xor2_1,2
sky130_fd_sc_hd__dlygate4sd2_1,7
sky130_fd_sc_hd__inv_1,3
sky130_fd_sc_hd__nand2b_4,2
sky130_fd_sc_hd__buf_4,9
sky130_fd_sc_hd__o21ai_1,2
stage by stage:
stage	util, %	instance area (um^2)	setup TNS, ns	setup slack (ns)	total power, W
2_1_floorplan	-	219	0	0.606	0.0000434
3_3_place_gp	11.9	407	-3.28	-0.507	0.0000912
3_5_place_dp	11.9	407	-3.40	-0.536	0.0000931
4_1_cts	12.4	424	0	0.0650	0.0000909
5_1_grt	12.7	433	0	0.0280	0.000104
6_report	12.7	433	0	0.0853	0.0000929
final timing paths:
check,endpoint,slack [ns],cells past startpoint
worst min-delay path,display[2],1.13,4
worst max-delay path,display[2],0.09,6
repair_timing:
action	4_1_cts	5_1_grt
resized	31	1
pin swaps	4	0
setup buffers	2	0
endpoints found under the setup margin	7	1
Power figures rest on the tool's default switching activity, not on a simulated workload.
